==> flow/design.v <==
`timescale 1ns / 1ps
module Reg_(
    input clk,
    input rst,
    input [4:0] rs1,
    input [4:0] rs2,
    input [4:0] rd,
    input [31:0] W_data,
    input RegWrite,
    input [4:0] reg_checker,
    output[31:0] check_reg,
    output[31:0] rDataA,
    output[31:0] rDataB
    );
    reg[31:0] register[1:31];
    assign rDataA = (rs1[4:0] == 5'b0) ? 32'b0 : register[rs1[4:0]];
    assign rDataB = (rs2[4:0] == 5'b0) ? 32'b0 : register[rs2[4:0]];
    integer i;
    always @ (posedge clk or posedge rst) begin
        if (rst == 1) begin
            for (i = 1; i < 32; i=i+1) register[i] <= 32'b0;
        end
        else if (RegWrite == 1 && rd != 5'b0) begin
            register[rd[4:0]] <= W_data[31:0];
        end
    end
    reg[31:0] check;
    always @ (reg_checker) begin
        if (reg_checker != 0) check <= register[reg_checker[4:0]]; 
        else check <= 32'b0;
    end
    assign check_reg = check;
endmodule
==> flow/run.sh <==
#!/bin/bash
# OpenROAD 26Q1-2900-gdf79404cd8, Yosys 0.63+post, stock flow scripts
make -C /OpenROAD-flow-scripts/flow DESIGN_CONFIG=/design/flow/config.mk WORK_HOME=/design/flow/orfs finish
==> flow/config.mk <==
export PLATFORM = sky130hd
export DESIGN_NAME = Reg_
export DESIGN_NICKNAME = Reg_
export VERILOG_FILES = /design/flow/design.v
export SDC_FILE = /design/flow/constraint.sdc
export NUM_CORES = 4
export LEC_CHECK = 1
export CORE_UTILIZATION = 40
==> flow/constraint.sdc <==
current_design Reg_

set clk_period 11.1
set clk_io_pct 0.2

create_clock -name clk0 -period $clk_period [get_ports {clk}]

set non_clock_inputs [all_inputs -no_clocks]
set_input_delay [expr $clk_period * $clk_io_pct] -clock clk0 $non_clock_inputs
set_output_delay [expr $clk_period * $clk_io_pct] -clock clk0 [all_outputs]
==> flow_summary.rst <==
Synthesis and place-and-route
=============================

.. list-table::
   :header-rows: 1

   * - Metric
     - Value
   * - Status
     - completed
   * - Antenna violations before repair
     - 30
   * - Final cycle utilization of the critical path
     - 82.41%
   * - Area Growth Syn to Fin
     - 15.26%
   * - Slew Limit Fails
     - 0
   * - Core utilization at floorplan
     - 40.31%
   * - Area of the placeable core
     - 137500 µm²
   * - Final-layout worst hold slack
     - 0.5659 ns
   * - Number of flip-flops in the largest register
     - 992
   * - Clk latency of the worst-skew pair
     - 0.76 ns
   * - Clock-pin slew on the worst setup and hold paths
     - 0.07 ns
   * - CTS tree
     - built
   * - Placer's final routability congestion estimate
     - 1.069
   * - Number of cells in Yosys stat
     - 5159
   * - RSZ-0062 raised after global routing
     - false
   * - Combinational cell area excluding buffers and inverters
     - 28920 µm²
   * - Start-to-end type of the worst setup path
     - input port to primary output
   * - Area of the mapped netlist
     - 55420 µm²
   * - Number of maximum-capacitance constraint violations
     - 0
   * - Period minus WS final
     - 9.148 ns
   * - H-tree lvl count
     - 3
   * - # port buffers
     - 150
   * - Peak ir drop on the vdd network
     - 0.0001437 V
   * - Critical path endpoint category
     - primary output
   * - Yosys chip area
     - 55420 µm²
   * - Biggest registers after layout
     - register (992)
   * - CTS-repair resized insts
     - 0
   * - Die Height
     - 374.2 µm
   * - Number of failing setup endpoints in the final timing report
     - 0
   * - Number of nets still failing antenna checks after routing
     - 0
   * - Router iterations before antenna repair
     - 17
   * - Maximum achievable frequency
     - 0.1093 GHz
   * - Reported leakage power
     - 27.07 nW
   * - Total half-perimeter wirelength after legalization and detailed placement
     - 231.6 mm
   * - Count of pins on the block boundary
     - 151
   * - Part of the Yosys area used for sequential elements
     - 44.79%
   * - Vias in the first global route
     - 54290
   * - Initial drt markers
     - 9341
   * - Worst clock skew
     - 0 ns
   * - Post-CTS repair timing setup buffer count
     - 0
   * - Overall routed net length
     - 386.1 mm
   * - Quantity of hold-fixing buffers added after cts
     - 0
   * - Post-route cell area
     - 63880 µm²
   * - Average instance area after synthesis
     - 10.74 µm²
   * - DRC Markers
     - 0
   * - Worst slew pin tran
     - 1.383 ns
   * - Cell Rows
     - 136
   * - Total congestion overflow
     - 0
   * - Most flops, register
     - register
   * - Slew Limit Headroom
     - 7.779%
   * - Number of standard cells in the layout, taps in and fillers out
     - 7127
   * - Post-Route Setup TNS
     - 0 ns
   * - Total number of warnings across the stage logs
     - 51
   * - Root buffer cell
     - sky130_fd_sc_hd__clkbuf_16
   * - CTS Buf Count
     - 113
   * - Maximum clock path buffer count
     - 3
   * - Global router's overall resource usage
     - 56.48%
   * - Sinks on the clock net
     - 992
   * - Inst Count DP
     - 6876
   * - Post-synth EDFFs
     - 0
   * - Number of storage elements in the synthesis netlist
     - 992
   * - Fraction of layout instances using a drive strength above 1
     - 30.22%
   * - WL/cell
     - 54.17 µm
   * - Wire length of the first global-routing pass
     - 508.8 mm
   * - Ys async rst share
     - 100.0%
   * - Die W
     - 374.2 µm
   * - Dominant synthesized flop cell
     - sky130_fd_sc_hd__dfrtp_1
   * - Detailed-route vias per instance
     - 8.101
   * - Hold violation count in the final report
     - 0
   * - Library cells used by synthesis
     - 66
   * - Data required, critical path
     - 8.88 ns
   * - Mapped Cells
     - 5159
   * - Data arrival time of the critical path
     - 6.93 ns
   * - Via count
     - 57740
   * - Crit path launch type
     - input port
   * - Area occupied by registers
     - 24820 µm²
   * - Worst min-delay path class
     - register to register
   * - Layout fillers
     - 12670
   * - Power Density
     - 175.1 nW/µm²
   * - Total cell area at the placement stage
     - 59880 µm²
   * - Die Area
     - 140100 µm²
   * - Maximum number of pins on one net before global-route repair
     - 125
   * - Total Power
     - 11.18 mW
   * - Maximum fanout count along the critical path
     - 17
   * - Yosys synthesis warning count
     - 2
## per-stage QoR
| step | worst slack [ns] | utilization (%) |
|---|---|---|
| after floorplan | -4.786 | - |
| after global placement | 2.371 | 43.55 |
| after detailed placement | 2.376 | 43.55 |
| after CTS | 2.360 | 46.39 |
| after global routing | 2.106 | 46.39 |
| final | 1.952 | 46.46 |
## layer usage
metal / share of wire (%) / routed length (µm) / vias to the layer above / global-route usage (%)
met5: 0.20 / 756 / - / 3.533
met4: 9.2 / 35360 / 36 / 36.43
met3: 17 / 67110 / 2305 / 37.16
met2: 38 / 147300 / 6220 / 71.24
met1: 35 / 135500 / 28870 / 70.44
li1: - / - / 20300 / -
## Yosys cell counts, types with 8 or more instances
| cell | number | area [µm²] |
|---|---|---|
| sky130_fd_sc_hd__a22oi_1 | 1233 | 9256 |
| sky130_fd_sc_hd__dfrtp_1 | 992 | 24820 |
| sky130_fd_sc_hd__mux2_2 | 953 | 10730 |
| sky130_fd_sc_hd__nand2_1 | 377 | 1415 |
| sky130_fd_sc_hd__buf_2 | 256 | 1281 |
| sky130_fd_sc_hd__clkbuf_1 | 213 | 799.5 |
| sky130_fd_sc_hd__a21oi_1 | 167 | 835.8 |
| sky130_fd_sc_hd__nor2_1 | 163 | 611.8 |
| sky130_fd_sc_hd__nand4_1 | 131 | 819.5 |
| sky130_fd_sc_hd__nor3_1 | 84 | 420.4 |
| sky130_fd_sc_hd__nand3_1 | 78 | 390.4 |
| sky130_fd_sc_hd__a222oi_1 | 64 | 640.6 |
| sky130_fd_sc_hd__nor4_1 | 42 | 262.8 |
| sky130_fd_sc_hd__mux2_1 | 39 | 439.2 |
| sky130_fd_sc_hd__buf_4 | 36 | 270.3 |
| sky130_fd_sc_hd__a31oi_1 | 25 | 156.4 |
| sky130_fd_sc_hd__o21ai_0 | 24 | 120.1 |
| sky130_fd_sc_hd__and3_1 | 22 | 137.6 |
| sky130_fd_sc_hd__a221oi_1 | 21 | 183.9 |
| sky130_fd_sc_hd__mux2i_1 | 19 | 190.2 |
| sky130_fd_sc_hd__nor2_2 | 18 | 112.6 |
| sky130_fd_sc_hd__a22o_1 | 16 | 140.1 |
| sky130_fd_sc_hd__buf_1 | 16 | 60.06 |
| sky130_fd_sc_hd__nand3b_1 | 15 | 112.6 |
| sky130_fd_sc_hd__inv_1 | 14 | 52.55 |
| sky130_fd_sc_hd__nor2b_1 | 14 | 87.58 |
| sky130_fd_sc_hd__nand2b_1 | 12 | 75.07 |
| sky130_fd_sc_hd__a2111oi_0 | 11 | 96.34 |
| sky130_fd_sc_hd__a32oi_1 | 8 | 70.07 |
## report_power, final
group	leakage (nW)	total [mW]	internal (mW)	switching, mW
Combinational	12.5	1.75	0.855	0.893
Sequential	12.7	5.43	4.31	1.12
Clock	1.86	4.01	2.30	1.71
## cell families after synthesis
logic type	synth area share (%)
compound gates	21.24
simple gates	8.919
mux	20.54
flops	44.79
buf+inv	4.515
## critical path, cell delays in order
cell	delay, ns
sky130_fd_sc_hd__clkdlybuf4s50_1	0.86
sky130_fd_sc_hd__nand2b_1	0.66
sky130_fd_sc_hd__nor2_4	1.23
sky130_fd_sc_hd__buf_4	0.69
sky130_fd_sc_hd__a22oi_1	0.18
sky130_fd_sc_hd__nand2_1	0.12
sky130_fd_sc_hd__nor3_1	0.06
sky130_fd_sc_hd__nand4_1	0.27
sky130_fd_sc_hd__clkdlybuf4s50_1	0.53
## cells in the final DEF, fill, tap and decap left out, types with 15 or more instances in the layout
| cell type | Yosys | final |
|---|---|---|
| sky130_fd_sc_hd__a21oi_1 | 167 | 167 |
| sky130_fd_sc_hd__a221oi_1 | 21 | 21 |
| sky130_fd_sc_hd__a222oi_1 | 64 | 64 |
| sky130_fd_sc_hd__a22o_1 | 16 | 16 |
| sky130_fd_sc_hd__a22oi_1 | 1233 | 1233 |
| sky130_fd_sc_hd__a31oi_1 | 25 | 25 |
| sky130_fd_sc_hd__and3_1 | 22 | 20 |
| sky130_fd_sc_hd__buf_4 | 36 | 289 |
| sky130_fd_sc_hd__clkbuf_1 | 213 | 16 |
| sky130_fd_sc_hd__clkbuf_16 | 0 | 113 |
| sky130_fd_sc_hd__clkbuf_8 | 0 | 18 |
| sky130_fd_sc_hd__clkdlybuf4s50_1 | 0 | 142 |
| sky130_fd_sc_hd__clkinv_2 | 0 | 18 |
| sky130_fd_sc_hd__clkinvlp_4 | 0 | 19 |
| sky130_fd_sc_hd__dfrtp_1 | 992 | 992 |
| sky130_fd_sc_hd__diode_2 | 0 | 42 |
| sky130_fd_sc_hd__mux2_1 | 39 | 39 |
| sky130_fd_sc_hd__mux2_2 | 953 | 953 |
| sky130_fd_sc_hd__mux2i_1 | 19 | 19 |
| sky130_fd_sc_hd__nand2_1 | 377 | 363 |
| sky130_fd_sc_hd__nand3_1 | 78 | 76 |
| sky130_fd_sc_hd__nand3b_1 | 15 | 15 |
| sky130_fd_sc_hd__nand4_1 | 131 | 131 |
| sky130_fd_sc_hd__nor2_1 | 163 | 84 |
| sky130_fd_sc_hd__nor2_4 | 2 | 94 |
| sky130_fd_sc_hd__nor3_1 | 84 | 84 |
| sky130_fd_sc_hd__nor4_1 | 42 | 42 |
| sky130_fd_sc_hd__o21ai_0 | 24 | 24 |
## area by class of cell
cell class | count | share of cell area (%)
Multi-Input combinational cell | 3628 | 45.27
Sequential cell | 992 | 38.86
Timing Repair Buffer | 448 | 6.013
Clock buffer | 147 | 4.908
Tap cell | 1794 | 3.514
Clock inverter | 62 | 1.187
Antenna cell | 42 | 0.1645
Inverter | 14 | 0.08814
## final timing paths
check | startpoint | slack, ns | cells past startpoint | to
setup / recovery | reg_checker[4] | 1.95 | 9 | check_reg[31]
setup reg to reg | register[6][11] | 10.13 | 1 | register[6][11]
max in group asynchronous | rst | 6.85 | 5 | register[13][8]
hold reg to reg | register[17][23] | 0.57 | 1 | register[17][23]
hold / removal | register[17][23] | 0.57 | 1 | register[17][23]
min in group asynchronous | rst | 1.84 | 2 | register[16][24]
Power figures rest on the tool's default switching activity, not on a simulated workload.
