==> design/flow/design.v <==
`timescale 1ns / 1ps
module REG(
    input clk,
    input rst,
    input [4:0] rs1,
    input [4:0] rs2,
    input [4:0] rd,
    input [31:0] W_data,
    input RegWrite,
    input [4:0] reg_checker,
    output[31:0] check_reg,
    output[31:0] rDataA,
    output[31:0] rDataB
    );
    reg[31:0] register[1:31];
    assign rDataA = (rs1[4:0] == 5'b0) ? 32'b0 : register[rs1[4:0]];
    assign rDataB = (rs2[4:0] == 5'b0) ? 32'b0 : register[rs2[4:0]];
    integer i;
    always @ (posedge clk or posedge rst) begin
        if (rst == 1) begin
            for (i = 1; i < 32; i=i+1) register[i] <= 32'b0;
        end
        else if (RegWrite == 1 && rd != 5'b0) begin
            register[rd[4:0]] <= W_data[31:0];
        end
    end
    reg[31:0] check;
    always @ (reg_checker) begin
        if (reg_checker != 0) check <= register[reg_checker[4:0]]; 
        else check <= 32'b0;
    end
    assign check_reg = check;
endmodule
==> design/flow/run.sh <==
#!/bin/bash
# OpenROAD 26Q1-2900-gdf79404cd8, Yosys 0.63+post, stock flow scripts
make -C /OpenROAD-flow-scripts/flow DESIGN_CONFIG=/design/flow/config.mk WORK_HOME=/design/flow/orfs finish
==> design/flow/config.mk <==
export PLATFORM = sky130hd
export DESIGN_NAME = REG
export DESIGN_NICKNAME = REG
export VERILOG_FILES = /design/flow/design.v
export SDC_FILE = /design/flow/constraint.sdc
export NUM_CORES = 4
export LEC_CHECK = 1
export CORE_UTILIZATION = 40
==> design/flow/constraint.sdc <==
current_design REG

set clk_period 11.1
set clk_io_pct 0.2

create_clock -name clk0 -period $clk_period [get_ports {clk}]

set non_clock_inputs [all_inputs -no_clocks]
set_input_delay [expr $clk_period * $clk_io_pct] -clock clk0 $non_clock_inputs
set_output_delay [expr $clk_period * $clk_io_pct] -clock clk0 [all_outputs]
==> load_flow_metrics.sql <==
-- load yosys + openroad results
INSERT INTO impl_metrics (metric_group, metric, value, unit) VALUES
('timing', 'worstMarginPinSlew', '1.38', 'ns'),
('placement', 'hpwl', '232000', 'µm'),
('finish', 'area_delta_synth_final', '15.3', '%'),
('setup_path', 'setup.worst_path.class', 'in2out', ''),
('setup_path', 'reg2reg_slack', '10.13', 'ns'),
('timing', 'timing.final.setup_violations', '0', ''),
('timing', 'timing.max_slew.rel_slack', '7.78', '%'),
('setup_path', 'timing.critical_path.cells', 'clkdlybuf4s50_1 > nand2b_1 > nor2_4 > buf_4 > a22oi_1 > nand2_1 > nor3_1 > nand4_1 > clkdlybuf4s50_1', ''),
('setup_path', 'critPathMostFrequentCell', 'clkdlybuf4s50_1', ''),
('detailed_routing', 'first_pass_iteration_count_of_the_detailed_router', '17', ''),
('setup_path', 'regToRegEndpoint', 'register[6][11]', ''),
('global_route', 'antenna_found_initial', '30', ''),
('detailed_routing', 'drt-total-wl', '386000', 'µm'),
('worst_hold_path', 'hold_depth', '1', ''),
('clocking', 'cts.hold.buffers_added', '0', ''),
('setup_path', 'worstPathArrival', '6.93', 'ns'),
('finish', 'final_util', '46.5', '%'),
('job', 'warnings', '51', ''),
('yosys', 'synthCells', '5159', ''),
('worst_hold_path', 'worst_hold_path.endpoint', 'register[17][23]', ''),
('job', 'cap_violations', '0', ''),
('finish', 'layout_top_registers', 'register: 992 flops', ''),
('clocking', 'htreeDepth', '3', ''),
('yosys', 'async_s_r_ff_share_synth', '100', '%'),
('pwr', 'p_per_area', '175', 'mW/mm²'),
('setup_path', 'timing.critical_path.buf_inv', '3', ''),
('yosys', 'ys.flops', '992', ''),
('finish', 'final_cell_mix', '1233 x a22oi_1, 992 x dfrtp_1, 953 x mux2_2', ''),
('setup_path', 'critical-path-max-stage-delay', '1.23', 'ns'),
('timing', 'max_freq', '0.109', 'GHz'),
('pwr', 'worst_ir_drop_on_vdd', '144', 'µV'),
('global_route', 'grt_pass1_vias', '54300', ''),
('clocking', 'clk_pin_slew', '0.07', 'ns'),
('floorplanning', 'design.die.area', '0.140', 'mm²'),
('yosys', 'edf_count', '0', ''),
('clocking', 'cts_resized', '0', ''),
('timing', 'layout_worst_path_cycle_share', '82.4', '%'),
('yosys', 'topCellsByArea', 'dfrtp_1 45%, mux2_2 19%, a22oi_1 17%, nand2_1 2.6%, buf_2 2.3%', ''),
('floorplanning', 'fp_util', '40.3', '%'),
('timing', 'post-route-worst-setup-slack', '1.95', 'ns'),
('timing', 'final.setup_skew', '0', 'ns'),
('finish', 'fillers', '12700', ''),
('yosys', 'synth.yosys.warnings', '2', ''),
('finish', 'layout-drive-gt1-share', '30.2', '%'),
('yosys', 'avgSynthCellArea', '10.7', 'µm²'),
('setup_path', 'path_delay_family', 'simple AND/OR/NAND/NOR gates', ''),
('clocking', 'clockBufferDepth', '3', ''),
('timing', 'unrepaired_setup_endpoints_after_global_routing', 'no', ''),
('yosys', 'post_synth_area_from_yosys_stat', '0.0554', 'mm²'),
('yosys', 'syn-cell-area', '0.0554', 'mm²'),
('clocking', 'root_buffer', 'clkbuf_16', ''),
('setup_path', 'crit_path_top_delay_cell', 'nor2_4', ''),
('placement', 'routability_congestion_estimate_from_global_placement', '1.07', ''),
('pwr', 'power.static_leakage', '0.0271', 'µW'),
('finish', 'flop_area', '0.0248', 'mm²'),
('placement', 'port_buffers', '150', ''),
('clocking', 'postCtsSetupBuffers', '0', ''),
('finish', 'registers.top_by_ff_count', 'register', ''),
('clocking', 'clock_tree_from_tritoncts', 'built', ''),
('worst_hold_path', 'hold_class', 'reg2reg', ''),
('global_route', 'largest_net_degree_at_the_start_of_global_routing', '125', ''),
('setup_path', 'worst_r2r_path_depth', '1', ''),
('yosys', 'synth_seq_share', '44.8', '%'),
('floorplanning', 'dieWidth', '374', 'µm'),
('run_status', 'run_status', 'completed', ''),
('yosys', 'yosys.cell_types.count', '66', ''),
('finish', 'multi_input_comb_area', '0.0289', 'mm²'),
('setup_path', 'crit_required', '8.88', 'ns'),
('floorplanning', 'fp.coreArea', '0.137', 'mm²'),
('setup_path', 'critical_path.endpoint_type', 'output port', ''),
('worst_hold_path', 'hold_path_startpoint', 'register[17][23]', '');
[worst max-delay path by stage]
stage | from | end | cells after the start
final | reg_checker[4] | check_reg[31] | 9
after global routing | rs1[0] | rDataA[17] | 9
after CTS | reg_checker[4] | check_reg[31] | 9
[routing by layer]
metal	track usage, %	vias up	share of wire (%)
met5	3.53	-	0.20
met4	36.4	36	9.2
met3	37.2	2305	17
met2	71.2	6220	38
met1	70.4	28900	35
li1	-	20300	-
[cell usage after synthesis, types with 25 or more instances]
cell type	count
a22oi_1	1233
dfrtp_1	992
mux2_2	953
nand2_1	377
buf_2	256
clkbuf_1	213
a21oi_1	167
nor2_1	163
nand4_1	131
nor3_1	84
nand3_1	78
a222oi_1	64
nor4_1	42
mux2_1	39
buf_4	36
a31oi_1	25
[report_power, final]
group	switching, µW	total (µW)	leakage (µW)	internal [µW]
clock network	1710	4010	0.00186	2300
registers	1120	5430	0.0127	4310
logic	893	1750	0.0125	855
total	3720	11200	0.0271	7460
[cells by family after synthesis]
group	synth area share, %
flops	44.8
compound gates	21.2
mux	20.5
buf+inv	4.51
simple gates	8.92
[final cells by class]
type	count	area share, %
Timing Repair Buffer	448	6.01
Inverter	14	0.0881
Tap cell	1794	3.51
Sequential cell	992	38.9
Antenna cell	42	0.165
Clock inverter	62	1.19
Multi-Input combinational cell	3628	45.3
Clock buffer	147	4.91
[per-stage QoR]
step | TNS [ns] | total power, µW | hold WS, ns | cells | area, µm²
global placement | 0 | 7070 | 0.544 | 6876 | 59900
detailed placement | 0 | 7070 | 0.546 | 6876 | 59900
CTS | 0 | 11000 | 0.560 | 7085 | 63800
floorplan | -4748.04 | 5940 | 0.499 | 5159 | 55400
finish | 0 | 11200 | 0.566 | 7127 | 63900
global route | 0 | 11400 | 0.581 | 7087 | 63800
Power and IR drop assume default switching activity.
