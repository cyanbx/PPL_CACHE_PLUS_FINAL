$ cat run.sh
#!/bin/bash
# OpenROAD 26Q1-2900-gdf79404cd8, Yosys 0.63+post, stock flow scripts
make -C /OpenROAD-flow-scripts/flow DESIGN_CONFIG=/design/flow/config.mk WORK_HOME=/design/flow/orfs finish
$ cat config.mk
export PLATFORM = sky130hd
export DESIGN_NAME = io_manager
export DESIGN_NICKNAME = io_manager
export VERILOG_FILES = /design/flow/design.v
export SDC_FILE = /design/flow/constraint.sdc
export NUM_CORES = 4
export LEC_CHECK = 1
export CORE_AREA = 10 10 178 178
export DIE_AREA = 0 0 188 188
export SYNTH_HDL_FRONTEND = slang
$ cat design.v
`timescale 1ns / 1ps
module button_debouncer(
    input  logic  clk,
    input  logic  button,
    output logic  btn_dbnc
);
logic [19:0] buffer;
initial begin
    buffer <= 0;
end
always_ff @ (posedge clk) begin
    if (button) begin
        if (buffer == 20'hFFFFF)
            btn_dbnc <= 1'b1;
        else
            buffer += 20'h1;
    end
    else begin
        if (buffer == 20'h00000)
            btn_dbnc <= 1'b0;
        else
            buffer -= 20'h1;
    end
end
endmodule
module hex_to_shape(
    input  logic [ 3:0] hex,
    output logic [ 7:0] shape
);
always_comb begin
    case (hex)
        4'h0: shape <= 8'b11000000;
        4'h1: shape <= 8'b11111001;
        4'h2: shape <= 8'b10100100;
        4'h3: shape <= 8'b10110000;
        4'h4: shape <= 8'b10011001;
        4'h5: shape <= 8'b10010010;
        4'h6: shape <= 8'b10000010;
        4'h7: shape <= 8'b11111000;
        4'h8: shape <= 8'b10000000;
        4'h9: shape <= 8'b10010000;
        4'ha: shape <= 8'b10001000;
        4'hb: shape <= 8'b10000011;
        4'hc: shape <= 8'b10100111;
        4'hd: shape <= 8'b10100001;
        4'he: shape <= 8'b10000110;
        4'hf: shape <= 8'b10001110;
    endcase
end
endmodule
module segnum_manager(
    input  logic        clk,
    input  logic        aresetn,
    input  logic [63:0] shape, 
    output logic [ 7:0] num_csn,
    output logic [ 7:0] num_an
);
logic [7:0] state;
assign num_an = state;
always_ff @ (posedge clk) begin
    if (aresetn) begin
        case (state)
            8'b11111110: begin num_csn <= shape[15: 8]; state <= 8'b11111101; end  
            8'b11111101: begin num_csn <= shape[23:16]; state <= 8'b11111011; end
            8'b11111011: begin num_csn <= shape[31:24]; state <= 8'b11110111; end
            8'b11110111: begin num_csn <= shape[39:32]; state <= 8'b11101111; end
            8'b11101111: begin num_csn <= shape[47:40]; state <= 8'b11011111; end  
            8'b11011111: begin num_csn <= shape[55:48]; state <= 8'b10111111; end
            8'b10111111: begin num_csn <= shape[63:56]; state <= 8'b01111111; end
            8'b01111111: begin num_csn <= shape[ 7: 0]; state <= 8'b11111110; end
            default:     begin num_csn <= shape[ 7: 0]; state <= 8'b11111110; end
        endcase
    end else begin
        num_csn <= 8'b11000000;
        state <= 8'b00000000;
    end
end
endmodule
module counter(
    input  logic clk,
    output logic [31:0] clkn
);
initial begin
    clkn = 0;
end
always_ff @ (posedge clk) begin
    clkn <= clkn + 1;
end
endmodule
module io_manager(
    input  logic        clk,
    input  logic        resetn,
    input  logic [31:0] address,
    input  logic [31:0] data_out,
    output logic [31:0] data_in,
    output logic        aresetn,
    output logic        step,
    output logic [31:0] chip_debug_in,
    input  logic [15:0] switch,
    input  logic [ 4:0] button,
    output logic [15:0] led,
    output logic [ 7:0] num_csn,
    output logic [ 7:0] num_an,
    output logic [ 2:0] rgb1,
    output logic [ 2:0] rgb2,
    input logic  [31:0] debug0,
    input logic  [31:0] debug1,
    input logic  [31:0] debug2,
    input logic  [31:0] debug3,
    input logic  [31:0] debug4,
    input logic  [31:0] debug5,
    input logic  [31:0] debug6,
    input logic  [31:0] debug7
);
logic [31:0] clkn;
counter counter_inst(clk, clkn);
logic [4:0] button_dbnc;
logic [4:0] button_down, button_up, button_last;
button_debouncer bd4(clk, button[4], button_dbnc[4]);
button_debouncer bd3(clk, button[3], button_dbnc[3]);
button_debouncer bd2(clk, button[2], button_dbnc[2]);
button_debouncer bd1(clk, button[1], button_dbnc[1]);
button_debouncer bd0(clk, button[0], button_dbnc[0]);
initial begin
    button_dbnc <= 0;
    button_down <= 0;
    button_up <= 0;
    button_last <= 0;
end
always_ff @ (posedge clk) begin
    button_down <= ~button_last &  button_dbnc;
    button_up   <=  button_last & ~button_dbnc;
    button_last <=  button_dbnc;
end
logic reset_dbnc;
logic reset_down, reset_up, reset_last;
button_debouncer bdr(clk, ~resetn, reset_dbnc);
logic debug;
logic [39:0] reset_cnt;
initial begin
    aresetn <= 1;
    reset_down <= 0;
    reset_up <= 0;
    reset_last <= 0;
    reset_cnt <= 0;
    debug <= 0;
end
always_ff @ (posedge clk) begin
    reset_down <= ~reset_last &  reset_dbnc;
    reset_up   <=  reset_last & ~reset_dbnc;
    reset_last <=  reset_dbnc;
    if (reset_down) begin
        reset_cnt <= 0;
        aresetn <= 1;
    end
    else if (reset_dbnc) begin
        if (reset_cnt >= 40'h0_010_000_000) begin
            debug <= 0;
            aresetn <= 0;
        end else
            reset_cnt <= reset_cnt + 1;
    end
    else if (reset_up) begin
        aresetn <= 1;
        if (aresetn)
            debug <= ~debug;
    end
end
logic step_wire = ~debug | (debug & (button_up[0] | switch[15]));
always_ff @ (posedge clk) begin
    step <= step_wire;
end
logic [31:0] data_src;
always_comb begin
    case (switch[14:12])
        3'b000: data_src <= debug0;
        3'b001: data_src <= debug1;
        3'b010: data_src <= debug2;
        3'b011: data_src <= debug3;
        3'b100: data_src <= debug4;
        3'b101: data_src <= debug5;
        3'b110: data_src <= debug6;
        3'b111: data_src <= debug7;
    endcase
end
logic [63:0] shape_dec;
hex_to_shape h2s7(data_src[31:28], shape_dec[63:56]);
hex_to_shape h2s6(data_src[27:24], shape_dec[55:48]);
hex_to_shape h2s5(data_src[23:20], shape_dec[47:40]);
hex_to_shape h2s4(data_src[19:16], shape_dec[39:32]);
hex_to_shape h2s3(data_src[15:12], shape_dec[31:24]);
hex_to_shape h2s2(data_src[11: 8], shape_dec[23:16]);
hex_to_shape h2s1(data_src[ 7: 4], shape_dec[15: 8]);
hex_to_shape h2s0(data_src[ 3: 0], shape_dec[ 7: 0]);
logic [63:0] shape_src = {64'hffff_ffff_ffff_ffff};
logic [63:0] shape = debug ? shape_dec : shape_src;
segnum_manager sm(
    .clk(clkn[10]),
    .aresetn(aresetn),
    .shape(shape[63:0]),
    .num_csn(num_csn),
    .num_an(num_an)
);
assign led = switch;
assign light = &clkn[12:10]; 
assign rgb1 = {1'b0, {2{debug}}} & {3{light}};
assign rgb2 = {3{~aresetn}} & {3{light}};
endmodule
$ cat constraint.sdc
current_design io_manager

set clk_period 5.5
set clk_io_pct 0.2

create_clock -name clk0 -period $clk_period [get_ports {clk}]

set non_clock_inputs [all_inputs -no_clocks]
set_input_delay [expr $clk_period * $clk_io_pct] -clock clk0 $non_clock_inputs
set_output_delay [expr $clk_period * $clk_io_pct] -clock clk0 [all_outputs]
==> impl_metrics.py <==
# Synthesis and PnR figures
metrics = {
    "cts": {
        "post_cts_buffers": 0,
        "cts.path.max_buffers": 2,
        "path_clk_slew_ns": 0.06,
        "ctsResizeCount": 0,
        "cts.htree.levels": 3,
        "cts_buffers": 9,
        "cts_tree": "done",
        "clock.latency.late_pin_ns": 0.33,
        "root_buffer": "clkbuf_16",
        "holdBufCountCts": 0,
    },
    "synthesis": {
        "ys_cells": 537,
        "netlist_instances": 537,
        "yosysWarnings": 129,
        "async_flop_share_pct": 0,
        "avgSynthCellArea_sq_um": 9.37,
        "yosysUniqueCellTypes": 48,
        "ff_type": "dfxtp_1",
        "synthTopCellsByCount": "buf_4 (93), dfxtp_1 (65), nor2_1 (47), nand2_1 (33), xnor2_1 (29)",
        "top_cell": "buf_4",
        "edf_count": 22,
        "synth_chip_area_sq_um": 5030,
        "ys_seq_share_pct": 39.0,
        "top_area_share_pct": 25.9,
        "ys_ff": 87,
        "ys_top_cells_by_area": "dfxtp_1 (26%), buf_4 (14%), edfxtp_1 (13%)",
        "synth.largest_area_cell": "dfxtp_1",
        "netlist_area_sq_um": 5030,
    },
    "drt": {
        "viasPerCell": 3.51,
        "wirelength_mm": 8.38,
        "drt_pass1_iterations": 4,
        "vias": 3224,
        "drc": 0,
        "detail_route.wl_per_cell_um": 9.12,
        "drtIter0Drc": 129,
        "final_antenna_net_count": 0,
        "antenna-diode-count": 0,
    },
    "critical_path": {
        "critical_path_class": "in -> reg",
        "r2r-start": "bdr.buffer[2]$_DFFE_PP_",
        "crit_path_end_kind": "flop",
        "critPathMaxFanout": 22,
        "required_ns": 5.56,
        "r2r_slack_ns": 3.10,
        "critPathLaunchType": "input port",
        "cp.arrival_ns": 3.54,
        "critical_path.startpoint": "resetn",
    },
    "global_route": {
        "top_usage_layer": "met2",
        "globalRouteOverflowTotal": 0,
        "grt_pass1_vias": 3260,
        "antenna_found_initial": 0,
        "grt_util_met3_pct": 1.26,
        "use_met1_pct": 6.55,
        "grtUsageTotal_pct": 4.72,
        "grt_pass1_wl_mm": 14.7,
        "grt_start_max_net_pins": 25,
        "grt_use_met2_pct": 7.57,
    },
    "worst_hold_path": {
        "hp-class": "reg -> reg",
        "min_from": "reset_last$_DFF_P_",
    },
    "sta": {
        "worst_slew_pin_slew_ns": 0.829,
        "fin_skew_ns": 0.00599,
        "fmax_mhz": 287,
        "setup_tns_ns": 0,
        "fin_ws_ns": 2.02,
        "timing.final.crit_share_pct": 63.3,
        "drv_slew": 0,
        "period_minus_slack_ns": 3.48,
        "untimed_endpoints": 16,
        "setup_viol": 0,
        "unclocked_pins": 8,
        "rsz0062_at_grt": "no",
        "relSlewSlack_pct": 44.7,
        "hold_viol_final": 0,
    },
    "power_and_ir_drop": {
        "powerDensity_nw_per_um2": 364,
        "peakVddDrop_v": 0.000269,
        "leakage_nw": 2.20,
    },
    "die": {
        "dieArea_sq_um": 35300,
        "fp_util_pct": 18.1,
        "row_count": 61,
        "die_y_um": 188,
        "io_pins": 447,
        "die_w_um": 188,
        "core_area_sq_um": 27800,
    },
    "placed_design": {
        "place_ws_ns": 1.70,
        "dpl.hpwl_mm": 6.16,
        "gp_congestion": 0.804,
        "port_buffers": 15,
    },
    "job": {
        "maxCapViolCount": 0,
        "warnings": 352,
    },
    "run_status": {
        "outcome": "completed",
    },
    "cells_and_area": {
        "drive_above_1_share_pct": 5.18,
        "area_growth_pct": 9.42,
    },
}
==> metrics by stage <==
step                hold WS [ns]  total power, W  util, %  cell area [sq um]  cells
floorplan                  0.383         0.00136        -               5300    609
global placement           0.390         0.00144     18.8               5210    903
detailed placement         0.398         0.00145     18.8               5210    903
CTS                        0.403         0.00203     19.8               5510    919
global route               0.426         0.00215     19.8               5510    919
finish                     0.402         0.00200     19.8               5510    919
==> state kept, by name, indices dropped and copies added, names as in the netlist <==
signal,cells
aresetn,1
bdr.btn_dbnc,1
bdr.buffer,20
counter_inst.clkn,13
debug,1
reset_cnt,40
reset_down,1
reset_last,1
reset_up,1
sm.num_an,8
==> area by class of cell <==
cell class	instances	area [sq um]
clock inverters	5	41.3
flip-flops and latches	87	1960
clock buffers	11	253
well taps	378	473
fillers	3074	22300
multi-input cells	402	2540
repair buffers	17	165
inverters	19	71.3
==> report_power, final <==
part | switching (W) | total, W | leakage [nW] | internal, W
Sequential | 0.0000641 | 0.000790 | 0.761 | 0.000726
Clock | 0.000235 | 0.000568 | 0.138 | 0.000333
Combinational | 0.000353 | 0.000647 | 1.30 | 0.000293
Total | 0.000652 | 0.00200 | 2.20 | 0.00135
==> cell families after synthesis <==
| kind of cell | after synthesis | share of synthesized area (%) |
|---|---|---|
| other cells | 2 | 0.149 |
| fa+ha+maj | 22 | 5.62 |
| simple gates | 179 | 20.3 |
| mux | 1 | 0.199 |
| compound gates | 71 | 9.35 |
| flops | 87 | 39.0 |
| buf+inv | 120 | 15.9 |
| xor+xnor | 55 | 9.57 |
==> metal layers <==
layer,wire [um],share of wire (%)
met3,326,3.9
met5,0,0
met2,3840,46
met4,42,0.50
met1,4180,50
==> final timing paths <==
check                              to  cells past startpoint
max          bdr.buffer[16]$_DFFE_PP_                      9
max reg2reg  bdr.buffer[16]$_DFFE_PP_                      7
min                reset_down$_DFF_P_                      1
min reg2reg        reset_down$_DFF_P_                      1
==> layout by cell type, fill, tap and decap left out, drive strengths merged, types with 3 or more instances in the layout <==
cell	netlist	layout
conb	2	74
dfxtp	65	65
nor2	47	47
nand2	33	33
xnor2	29	29
a21oi	26	26
xor2	26	26
edfxtp	22	22
ha	21	21
inv	19	20
nand3	19	19
nor2b	19	19
clkdlybuf4s50	0	15
nand4	14	14
clkbuf	8	11
and3	10	10
nor4	10	10
o21ai	8	8
and2	7	7
o211ai	6	6
and4	5	5
nor3	5	5
a21boi	5	5
o21a	4	4
a21o	4	4
o31a	4	4
nand2b	4	4
a31oi	3	3
==> worst max-delay path: stages <==
cell	delay [ns]
clkdlybuf4s50_1	0.45
buf_4	0.28
ha_1	0.33
nor2b_1	0.16
o31a_1	0.28
o41ai_2	0.48
a21oi_1	0.22
nand4b_1	0.14
o211ai_1	0.08
Power is estimated from default activity; no workload was simulated.
